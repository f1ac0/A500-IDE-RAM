--- /design/flow/run.sh ---
#!/bin/bash
# OpenROAD 26Q1-2900-gdf79404cd8, Yosys 0.63+post, stock flow scripts
make -C /OpenROAD-flow-scripts/flow DESIGN_CONFIG=/design/flow/config.mk WORK_HOME=/design/flow/orfs finish
--- /design/flow/config.mk ---
export PLATFORM = sky130hd
export DESIGN_NAME = ram_autoconfig_original
export DESIGN_NICKNAME = ram_autoconfig_original
export VERILOG_FILES = /design/flow/design.v
export SDC_FILE = /design/flow/constraint.sdc
export NUM_CORES = 4
export LEC_CHECK = 1
export CORE_AREA = 10 10 70 70
export DIE_AREA = 0 0 80 80
--- /design/flow/constraint.sdc ---
current_design ram_autoconfig_original

set clk_period 1.1
set clk_io_pct 0.2

create_clock -name clk0 -period $clk_period [get_ports {cpu_clk}]
create_clock -name clk1 -period $clk_period [get_ports {cpu_nuds}]

set non_clock_inputs [all_inputs -no_clocks]
set_input_delay [expr $clk_period * $clk_io_pct] -clock clk0 $non_clock_inputs
set_output_delay [expr $clk_period * $clk_io_pct] -clock clk0 [all_outputs]
--- /design/flow/design.v ---
module ram_autoconfig_original(
	input [23:16] AH,
	input [6:1] AL,
	input [15:13] D,
	input cpu_nas,
	input cpu_nlds,
	input cpu_nuds,
	input cpu_clk,
	input cpu_nreset,
	input _configin,
	output _configout,
	output [15:12] autoconfig_d,
	output autoconfig_oe,
	output DTACK,  
	output ram1ce
	);
	reg configured = 1'b0;
	reg shutup = 1'b0;
	reg [23:21] base_address;
	reg [3:0] autoconfig_dz;  
	wire autoconfig_access = ({AH[23:16]} == {8'hE8}) & !configured & !shutup & !_configin;  
	reg cpu_nas_z;  
	always @(posedge cpu_clk)
	begin
		cpu_nas_z <= cpu_nas;
	end
	reg read_cycle;  
	reg write_cycle;
	always @(posedge cpu_clk, posedge cpu_nas)
	begin
		if( cpu_nas==1 )  
		begin
			read_cycle  <= 0;  
			write_cycle <= 0;
		end
		else  
		begin
			if( cpu_nas==0 && cpu_nas_z==1 )  
			begin
				if( (cpu_nlds&cpu_nuds)==0 )
					read_cycle <= 1;
				else
					write_cycle <= 1;
			end
		end
	end
	always @(negedge cpu_nuds)
	begin
		case( AL[6:1] )  
			'h00: autoconfig_dz <= 4'b1110;  
			'h01: autoconfig_dz <= 4'b0110;  
			'h02: autoconfig_dz <= 4'hF;  
			'h03: autoconfig_dz <= 4'hF;  
			'h04: autoconfig_dz <= 4'h3;  
			'h08: autoconfig_dz <= 4'hA;  
			'h09: autoconfig_dz <= 4'hF;  
			'h0a: autoconfig_dz <= 4'hF;  
			'h0b: autoconfig_dz <= 4'hF;  
			'h20: autoconfig_dz <= 4'h0;  
			'h21: autoconfig_dz <= 4'h0;  
			default: autoconfig_dz <= 4'hF;
		endcase
	end
	always @(posedge write_cycle,negedge cpu_nreset)
	begin
		if( !cpu_nreset ) begin  
			configured <= 1'b0;
			shutup <= 1'b0;
		end else	begin
			if( autoconfig_access && AL[6:1]==6'b100100 ) begin  
				configured <= 1;
				base_address[23:21] <= D[15:13];
			end
			if( autoconfig_access && AL[6:1]==6'b100110 )  
				shutup <= 1;
		end
	end
	assign autoconfig_d[15:12] = autoconfig_dz[3:0];  
	assign autoconfig_oe = read_cycle & autoconfig_access;
	assign _configout = !(configured | shutup);
	assign ram1ce = configured & (AH[23:21]==base_address[23:21]);  
	assign DTACK = autoconfig_oe | ram1ce;  
endmodule
==> summary.rpt <==
RUN METRICS
----------------------------------------------------
[Outcome]
  Status ........................ finished, violations left
  Failing checks ........................ setup timing

[Synthesis]
  Flops & latches, synth ........................ 12
  Commonest flop ........................ sky130_fd_sc_hd__dfxtp_1
  Mean instance size in the synthesized netlist ........................ 11.3 um^2
  Number of enable flip-flop cells ........................ 3
  Yosys top cell area share ........................ 18.1%
  Gate count after technology mapping ........................ 49
  Ys cells ........................ 49
  Number of distinct library cells after synthesis ........................ 26
  Async S/R FF share, synth ........................ 33.3%
  Cell types occupying the most area after synthesis ........................ sky130_fd_sc_hd__dfrtp_1, sky130_fd_sc_hd__dfxtp_1, sky130_fd_sc_hd__edfxtp_1
  YS chip area ........................ 554 um^2
  List of most frequent post-synthesis cells ........................ sky130_fd_sc_hd__dfxtp_1, sky130_fd_sc_hd__nor2_1, sky130_fd_sc_hd__dfrtp_1, sky130_fd_sc_hd__xor2_1
  Cell area after synthesis ........................ 554 um^2
  Warnings, synthesis ........................ 1
  Top cell type by total area after synthesis ........................ sky130_fd_sc_hd__dfrtp_1
  Seq share, synth ........................ 52.4%

[Critical path]
  Maximum net fanout on the critical path ........................ 1
  Buf/Inv on CP ........................ 1
  Crit end category ........................ output pin
  Capture instance of the worst register-to-register path ........................ write_cycle
  Slowest cell delay on critical path ........................ 0.28 ns
  Depth of the most critical reg-to-reg path ........................ 2
  Crit Path Category ........................ reg2out
  Crit path max-delay cell type ........................ sky130_fd_sc_hd__dfxtp_1
  CP delay by family, top ........................ flip-flops
  Critical path launch point type ........................ flop
  Required time reported for the critical path endpoint ........................ 0.88 ns
  Critical register-to-register path startpoint ........................ cpu_nas_z
  Reg-to-reg setup timing slack ........................ 0.33 ns
  Critical path arrival ........................ 1.34 ns
  Worst-path cell chain ........................ buf_2

[Detailed routing]
  Total number of vias ........................ 624
  Detailed-routed wire length on met2 ........................ 836 um
  Iteration tally of the first detailed-router pass ........................ 4
  First DRT Iteration DRCs ........................ 26
  Length of routed met3 wiring ........................ 254 um
  Via density per instance ........................ 3.90
  DRT Wirelength ........................ 1760 um
  Remaining routing DRC violations ........................ 0
  Routed length per placed instance ........................ 11.0 um
  DR top layer ........................ met4
  Total routed wire length on the met1 layer ........................ 648 um
  Count of nets left with antenna violations after detail routing ........................ 0

[Final timing]
  Fin. max-slew vios ........................ 0
  Hold Vio Cnt, Final ........................ 0
  Count of endpoints without a timing constraint ........................ 9
  Pin slew with the least headroom to its limit ........................ 0.234 ns
  RSZ-0062 raised after global routing ........................ yes
  Final Setup Violations ........................ 9
  Count of unclocked register or latch pins ........................ 5
  Worst path setup slack after routing ........................ -0.459 ns
  Max-Slew Margin vs Limit ........................ 84.3%
  Setup TNS ........................ -2.73 ns
  Worst clock skew on the final layout ........................ 0.000535 ns

[Global route]
  Number of antenna violations at the first check in global routing ........................ 1
  Wire length of the first global-routing pass ........................ 2730 um
  Grt ovf ........................ 0
  Pin count of the biggest net entering global routing ........................ 7
  GR Util All Layers ........................ 5.43%
  Vias in the first global route ........................ 676

[Worst hold path]
  Launch instance of the worst min-delay path ........................ cpu_nuds
  Hold crit path type ........................ clk2reg
  Hold Path Stages ........................ 3
  Terminating pin of the worst hold path ........................ write_cycle

[Floorplanning]
  Core area ........................ 3420 um^2
  Chip footprint ........................ 6400 um^2
  Row count ........................ 21
  Die boundary width ........................ 80 um
  I/O pin total ........................ 31
  Die height ........................ 80 um
  Pre-placement core utilization ........................ 16.2%

[Clocking]
  Post-cts hold buffer count ........................ 0
  Clock-pin slew reported for the worst setup and hold paths after clock tree synthesis ........................ 0.04 ns
  Clock tree from TritonCTS ........................ done

[Place]
  PortBufs ........................ 29
  Placer Congestion ........................ 0.768
  Post-DP HPWL ........................ 1360 um
  Setup slack at placement ........................ -1.06 ns
  Post-placement cell count ........................ 136

[Pwr]
  Leakage power summed over all cells ........................ 0.551 nW
  Ratio of total power to cell area ........................ 1030 nW/um^2
  IR Drop Worst-Case VDD ........................ 0.470 mV

[Run]
  Number of max-capacitance violations reported ........................ 0
  Count of tool warnings ........................ 32

[Layout]
  Share of cells above drive strength 1 ........................ 56.6%
  Final core occ ........................ 34.3%
  Filler cell count in the final layout ........................ 334
  Post-synthesis to final-layout area growth ........................ 112%
  Fin cells ........................ 160

----------------------------------------------------
==> layout by cell type (no fill, tap or decap), types with 2 or more instances in the layout <==
cell,synthesis,layout
sky130_fd_sc_hd__and3_1,2,2
sky130_fd_sc_hd__buf_6,0,10
sky130_fd_sc_hd__nand2b_1,2,2
sky130_fd_sc_hd__clkbuf_4,0,10
sky130_fd_sc_hd__nor3_2,0,2
sky130_fd_sc_hd__nor4b_4,1,2
sky130_fd_sc_hd__edfxtp_1,3,3
sky130_fd_sc_hd__clkdlybuf4s50_1,0,7
sky130_fd_sc_hd__dfrtp_1,4,4
sky130_fd_sc_hd__nor2_1,5,3
sky130_fd_sc_hd__clkbuf_1,0,2
sky130_fd_sc_hd__inv_1,2,5
sky130_fd_sc_hd__nand2_1,3,3
sky130_fd_sc_hd__xor2_1,4,3
sky130_fd_sc_hd__dfxtp_1,5,5
sky130_fd_sc_hd__buf_4,0,14
sky130_fd_sc_hd__buf_2,0,14
==> how the worst max path moves through the flow <==
stage	from	end	slack (ns)	depth (start not counted)
4_1_cts	autoconfig_dz[0]	autoconfig_d[12]	-0.48	1
6_report	autoconfig_dz[0]	autoconfig_d[12]	-0.46	1
5_1_grt	autoconfig_dz[2]	autoconfig_d[14]	-0.52	1
==> per-layer routing <==
layer,vias to the layer above,track usage [%]
li1,310,-
met1,283,5.35
met2,29,7.62
met3,2,4.77
met4,0,2.99
met5,-,0
==> logic make-up after synthesis <==
| group | Yosys count | synth area share [%] |
|---|---|---|
| buf+inv | 2 | 1.35 |
| compound gates | 7 | 10.4 |
| flops | 12 | 52.4 |
| simple gates | 23 | 28.0 |
| xor+xnor | 5 | 7.90 |
==> per-stage QoR <==
| stage | hold WS, ns | power (mW) | cell area (um^2) |
|---|---|---|---|
| after CTS | 0.159 | 1.24 | 1120 |
| after floorplan | -0.0388 | 0.424 | 587 |
| after global placement | 0.152 | 0.565 | 1020 |
| final | 0.149 | 1.21 | 1170 |
| after detailed placement | 0.152 | 0.569 | 1020 |
| after global routing | 0.154 | 1.33 | 1170 |
==> state kept, by name, indices dropped and copies added (netlist names) <==
signal         cells
base_address       3
cpu_nas_z          1
shutup             1
write_cycle        1
autoconfig_dz      4
read_cycle         1
configured         1
==> power by group <==
group	leakage (nW)	internal, mW	switching [mW]	total [mW]
combinational	0.360	0.129	0.0690	0.198
sequential	0.114	0.325	0.0147	0.340
clock	0.0771	0.465	0.208	0.673
total	0.551	0.919	0.292	1.21
==> area by class of cell <==
type / instances / area [um^2] / area share, %
repair buffers: 49 / 399 / 34.0
diodes: 1 / 2.50 / 0.213
well taps: 46 / 57.6 / 4.91
multi-input cells: 35 / 322 / 27.4
inverters: 1 / 3.75 / 0.320
clock buffers: 12 / 82.6 / 7.04
clock inverters: 4 / 15.0 / 1.28
flip-flops and latches: 12 / 290 / 24.8
==> what timing repair did <==
| action | 4_1_cts | 5_1_grt |
|---|---|---|
| pin swaps | 13 | 6 |
| resized | 83 | 7 |
| setup buffers | 5 | 3 |
| endpoints found under the setup margin | 11 | 10 |
No activity file was given, so power comes from the tool's default toggle rates.
