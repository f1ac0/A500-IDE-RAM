--- config.mk ---
export PLATFORM = sky130hd
export DESIGN_NAME = ram_ranger_maprom
export DESIGN_NICKNAME = ram_ranger_maprom
export VERILOG_FILES = /design/flow/design.v
export SDC_FILE = /design/flow/constraint.sdc
export NUM_CORES = 4
export LEC_CHECK = 1
export CORE_AREA = 10 10 70 70
export DIE_AREA = 0 0 80 80
--- run.sh ---
#!/bin/bash
# OpenROAD 26Q1-2900-gdf79404cd8, Yosys 0.63+post, stock flow scripts
make -C /OpenROAD-flow-scripts/flow DESIGN_CONFIG=/design/flow/config.mk WORK_HOME=/design/flow/orfs finish
--- constraint.sdc ---
current_design ram_ranger_maprom

set clk_period 1.7
set clk_io_pct 0.2

create_clock -name clk0 -period $clk_period [get_ports {_RST}]
create_clock -name clk1 -period $clk_period [get_ports {cpu_nuds}]

set non_clock_inputs [all_inputs -no_clocks]
set_input_delay [expr $clk_period * $clk_io_pct] -clock clk0 $non_clock_inputs
set_output_delay [expr $clk_period * $clk_io_pct] -clock clk0 [all_outputs]
--- design.v ---
`timescale 1ns / 1ps
module ram_ranger_maprom(
	input [23:12] AH,
	input cpu_nuds,
	input _RST,
	input RW,
	output [15:12] control_d,
	output control_oe,
	output OVR,  
	output ramce
	);
	reg [1:0] maprom_written = 2'b0;
	reg maprom_on = 1'b0;
	wire control_access = AH[23:12] == 12'hE9C;
	wire control_read = control_access & RW;
	wire control_write = control_access & !RW;
	wire ram9_range = ( AH[23:20]==4'b1100 | AH[23:19]==5'b11010 );  
	wire rom9_range = ( AH[23:19]==5'b11111 );  
	wire maprom_write = rom9_range & !RW;
	wire maprom_read = rom9_range & maprom_on;
	always @(negedge cpu_nuds)
	begin
		if( control_write ) begin  
			maprom_written <= 2'b0;
		end else	begin
			if( maprom_write ) begin  
				if(~&(maprom_written))  
					maprom_written <= maprom_written+1;
			end
		end
	end
	always @(negedge _RST) begin
		maprom_on <= &(maprom_written);
	end
	assign control_d[15:12] = {maprom_on, 3'b100};  
	assign control_oe = control_read;
	assign ramce = (ram9_range | maprom_write | maprom_read);
	assign OVR = (ram9_range | maprom_write | maprom_read | control_access) ;  
endmodule
==> run_results.csv <==
group,metric,value,unit
status,status,"finished, violations left",
status,violations,"setup timing",
global_routing,grt_pass1_wl,1538,um
floorplanning,dieArea,6400,um^2
pwr,leakage,0.2435,nW
clock_network,cts_tree,"built",
setup_path,end_kind,"flip-flop",
sta,skew,0.009404,ns
sta,finalWorstSetupSlack,-0.5697,ns
sta,hold_viol,0,
global_routing,met2_usage,2.809,%
global_routing,grt_overflow_total,0,
setup_path,r2r_setup_slack,0.57,ns
floorplanning,fp_util,7.839,%
cells_and_area,utilization,16.52,%
setup_path,crit_type,"in2reg",
clock_network,cts_buffer_depth,2,
logic_synthesis,ys.flops,3,
place,portBuffers,17,
setup_path,start_kind,"primary input",
clock_network,cts-hold-fix-buffers,0,
logic_synthesis,seq_area_frac_synth,22.43,%
pwr,p_int,0.2430,mW
sta,fin_tns_setup,-1.865,ns
sta,timing.final.max_slew_violations,0,
global_routing,top_usage_layer,"met1",
logic_synthesis,synth_area_per_cell,8.114,um^2
sta,rsz0062_at_grt,"true",
min_path,min_path_type,"reg2reg",
job,cap_violations,0,
routing,wl_per_cell,9.505,um
routing,drc,0,
pwr,pwr-share-comb,30.7,%
floorplanning,core,3416,um^2
global_routing,use_met3,3.523,%
clock_network,root_buffer,"clkbuf_4",
global_routing,met1_usage,3.987,%
cells_and_area,area_delta_synth_final,110.7,%
pwr,p_per_area,583.6,nW/um^2
pwr,ir_worst_vdd,0.0001163,V
routing,vias,301,
routing,num_antenna_cells,0,
setup_path,cp_max_fo,2,
routing,routed_wl,998,um
global_routing,grt_max_degree,5,
logic_synthesis,synthCells,33,
floorplanning,die_y,80,um
cells_and_area,layout-drive-gt1-share,50.85,%
logic_synthesis,ys_types,19,
floorplanning,die_w,80,um
floorplanning,num_io_pins,22,
logic_synthesis,syn-cell-area,267.8,um^2
clock_network,clk_pin_slew,0.03,ns
clock_network,cts-htree-levels,1,
pwr,clkPwrFrac,40.3,%
place,dp_hpwl,814.2,um
logic_synthesis,yosysCellCount,33,
floorplanning,rows,21,
routing,ant_nets,0,
pwr,swShare,26.22,%
logic_synthesis,yosys_area,267.8,um^2
global_routing,grt_pass1_vias,322,
setup_path,crit_required,1.01,ns
sta,setup_viol,6,
pwr,seq_power_share,29.0,%
cells_and_area,mostFrequentLayoutCells,"9 x clkdlybuf4s50_1, 7 x buf_4, 4 x buf_6",
routing,vias_per_cell,2.867,
global_routing,antenna_found_initial,0,
setup_path,worstPathArrival,1.58,ns
job,warnings,33,
logic_synthesis,ys_warn_count,1,
routing,dr.first_iter.drc_count,10,
cells_and_area,layout_top_cell,"clkdlybuf4s50_1",
routing,dr.pass1.iters,2,
pwr,p_sw,0.08635,mW
place,place.gp.congestion,0.8084,
clock_network,cts_buffers,3,
global_routing,grt_use_total,3.056,%
-- per-stage QoR --
step | total power [mW] | instances | hold WS [ns] | area, um^2 | worst slack (ns)
2_1_floorplan | 0.1575 | 34 | 0.4534 | 277.8 | -0.7439
5_1_grt | 0.3592 | 105 | 0.5432 | 564.3 | -0.6211
4_1_cts | 0.3385 | 105 | 0.4850 | 563.0 | -0.5666
6_report | 0.3293 | 105 | 0.4897 | 564.3 | -0.5697
3_5_place_dp | 0.2138 | 100 | 0.4769 | 528.0 | -1.230
3_3_place_gp | 0.2127 | 100 | 0.4662 | 528.0 | -1.193
-- cell usage after synthesis --
cell	number	area share [%]
and3_1	1	2.3
nor2_1	2	2.8
conb_1	2	2.8
nand3_1	1	1.9
a22o_1	1	3.3
nor4_4	1	7.9
buf_4	4	11
nor3_2	1	3.7
ha_1	1	4.7
nand2_1	4	5.6
or4b_4	1	5.1
inv_1	2	2.8
mux2_4	1	5.6
and3b_1	1	3.3
dfxtp_1	3	22
a21oi_1	4	7.5
o21ai_2	1	3.3
nor2b_1	1	2.3
clkinv_1	1	1.4
-- cells by family after synthesis --
family / after synthesis / share of synthesized area [%]
AOI/OAI and AO/OA: 6 / 14.02
adders and majority gates: 1 / 4.672
buffers and inverters: 7 / 15.42
DFF: 3 / 22.43
muxes: 1 / 5.606
other: 2 / 2.805
and+or+nand+nor: 13 / 35.05
-- power by group through the flow --
stage | registers, mW | logic [mW] | clock network (mW)
after CTS | 0.0956 | 0.101 | 0.142
after global routing | 0.0974 | 0.113 | 0.149
final | 0.0955 | 0.101 | 0.133
-- layout make-up --
| type | instances | area (um^2) |
|---|---|---|
| Fill cell | 384 | 2851 |
| Timing Repair Buffer | 25 | 217.7 |
| Multi-Input combinational cell | 24 | 188.9 |
| Sequential cell | 3 | 61.31 |
| Tap cell | 46 | 57.56 |
| Clock buffer | 3 | 22.52 |
| Clock inverter | 3 | 11.26 |
| Inverter | 1 | 5.005 |
-- metal layers --
layer  share of wire (%)  vias to the layer above  routed length [um]
met2                  29                       22                 292
li1                    -                      156                   -
met3                  24                        2                 238
met4                0.80                        0                   8
met1                  46                      121                 458
met5                   0                        -                   0
-- state kept, by name (all words and copies together) (netlist names) --
name and flops:
maprom_written 2, maprom_on 1
-- worst max-delay path: stages --
cell     delay [ns]
buf_6          0.09
or4b_4         0.53
nor4_4         0.16
buf_4          0.15
o21ai_2        0.05
mux2_4         0.26
-- what timing repair did --
item / in CTS / in global routing
resized: 29 / 3
endpoints found under the setup margin: 6 / 6
pin swaps: 5 / 2
buffers inserted: 3 / 0
-- worst paths after layout --
kind | startpoint | endpoint | depth (start not counted)
max | AH[18] | maprom_written[0] | 6
min | maprom_written[1] | maprom_written[1] | 1
max reg2reg | maprom_written[0] | maprom_written[0] | 4
min reg2reg | maprom_written[1] | maprom_written[1] | 1
max in group clk0 | maprom_on | OVR | 5
min in group clk0 | maprom_written[1] | maprom_on | 1
No activity file was given, so power comes from the tool's default toggle rates.
