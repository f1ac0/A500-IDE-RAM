`design.v`:
```
module ram_autoconfig(
	input [23:16] AH,
	input [6:1] AL,
	input [15:13] D_i,
	input _RST,
	input _UDS,
	input RW,
	input _configin,
	output _configout,
	output [15:12] D_o,
	output autoconfig_oe,
	output DTACK,  
	output ram1ce
	);
   reg configured = 1'b0;
   reg shutup = 1'b0;
	reg [23:21] base_address;
   wire autoconfig_access = (AH[23:16] == 8'hE8) & !configured & !shutup & !_configin;  
   wire autoconfig_read = autoconfig_access & RW;
	wire autoconfig_write = autoconfig_access & !RW;
	reg  [3:0] autoconfig_d;
always @(negedge _UDS or negedge _RST) begin
	if (!_RST) begin
		configured <= 1'b0;
		shutup <= 1'b0;
	end else begin
		if (autoconfig_write) begin
			case ( AL[6:1] )
				'h24: begin  
						base_address[23:21] <= D_i[15:13];
						configured <= 1'b1;
					end
				'h26: shutup <= 1'b1;  
			endcase
		end
		case ( AL[6:1] )
			'h00: autoconfig_d <= 4'b1110;  
			'h01: autoconfig_d <= 4'b0110;  
			'h02: autoconfig_d <= 4'hF;  
			'h03: autoconfig_d <= 4'hF;  
			'h04: autoconfig_d <= 4'h3;  
			'h08: autoconfig_d <= 4'hA;  
			'h09: autoconfig_d <= 4'hF;  
			'h0a: autoconfig_d <= 4'hF;  
			'h0b: autoconfig_d <= 4'hF;  
			'h20: autoconfig_d <= 4'h0;  
			'h21: autoconfig_d <= 4'h0;  
			default: autoconfig_d <= 4'hF;
		endcase
	end
end
	assign D_o[15:12] = autoconfig_d[3:0];  
	assign autoconfig_oe = autoconfig_read;
	assign _configout = !(configured | shutup);
	assign ram1ce = configured & (AH[23:21]==base_address[23:21]);  
	assign DTACK = autoconfig_access | ram1ce;  
endmodule
```
`run.sh`:
```
#!/bin/bash
# OpenROAD 26Q1-2900-gdf79404cd8, Yosys 0.63+post, stock flow scripts
make -C /OpenROAD-flow-scripts/flow DESIGN_CONFIG=/design/flow/config.mk WORK_HOME=/design/flow/orfs finish
```
`config.mk`:
```
export PLATFORM = sky130hd
export DESIGN_NAME = ram_autoconfig
export DESIGN_NICKNAME = ram_autoconfig
export VERILOG_FILES = /design/flow/design.v
export SDC_FILE = /design/flow/constraint.sdc
export NUM_CORES = 4
export LEC_CHECK = 1
export CORE_AREA = 10 10 70 70
export DIE_AREA = 0 0 80 80
```
`constraint.sdc`:
```
current_design ram_autoconfig

set clk_period 1.8
set clk_io_pct 0.2

create_clock -name clk0 -period $clk_period [get_ports {_UDS}]

set non_clock_inputs [all_inputs -no_clocks]
set_input_delay [expr $clk_period * $clk_io_pct] -clock clk0 $non_clock_inputs
set_output_delay [expr $clk_period * $clk_io_pct] -clock clk0 [all_outputs]
```
==> results.txt <==
Item: results of the latest flow run.

- STA classifies the critical path endpoint as an output port.
- The static leakage power is 0.505 nW.
- The total iterations of the first detailed-routing run is 2.
- Counting distinct cell types in the post-synthesis netlist gives 24.
- Max fanout on the critical path was recorded as 2.
- The first-pass GRT wire length is 2730 um.
- The cell count after placement is 128.
- The maximum resistive drop on vdd is 0.175 mV.
- In the floorplan report the effective utilization is 14.3%.
- Buffers placed on the I/O ports in this run total 28.
- The number of pins with negative max-slew slack in the final report is 0.
- According to the floorplan log, the row count is 21.
- The via count of the first global-routing pass is 606.
- The routed wire length per instance is 11.7 um.
- In this run the number of H-tree levels came out at 1.
- Counting the warning lines in the Yosys log gives 1.
- Fill cells in the final layout number 346.
- The clock root buffer is sky130_fd_sc_hd__clkbuf_4.
- The transition time at the pin with the least slew margin is 223 ps.
- The count of mapped cells out of synthesis is 40.
- RePlAce ended its routability-driven mode at a weighted congestion of 0.828.
- The detailed router reported a total wirelength of 1710 um.
- Ranked by total cell area, the synthesized netlist is headed by sky130_fd_sc_hd__edfxtp_1 (43%), sky130_fd_sc_hd__dfrtn_1 (10%), sky130_fd_sc_hd__xor2_1 (7.2%), sky130_fd_sc_hd__nor4_4 (4.4%), sky130_fd_sc_hd__nor2_1 (3.8%).
- TritonRoute reported its final design rule violation total as 0.
- The synthesis report names the predominant flop master as sky130_fd_sc_hd__edfxtp_1.
- In the Yosys report, the sequential cells make up 53.3% of the chip area.
- The arrival time of data at the critical path endpoint is 2390 ps.
- Global routing used 5.39% of the available tracks.
- The core area is 3420 um^2.
- Ranked by instance count, the synthesized netlist is headed by sky130_fd_sc_hd__edfxtp_1 (7), sky130_fd_sc_hd__nor2_1 (5), sky130_fd_sc_hd__xor2_1 (4).
- 29 I/O pins were placed.
- The total number of clock tree sinks is 9.
- Per the post-CTS timing run, clock transition at the registers of the reported paths is 50 ps.
- The total overflow left after global routing is 0.
- Summed over its instances, the top area cell type makes up 43.1% of the synthesized netlist area.
- The clock reaches the later pin of the worst-skew pair after 320 ps.
- On the final layout, the worst clock skew is 49.6 ps.
- The final antenna diode tally reported by the flow is 0.
- The class of the most critical hold timing path is flip-flop to flip-flop.
- The script computed a power per unit cell area of 534 nW/um^2.
- The iteration-0 DRC count of the detailed router is 37.
- The final timing report counts setup violations totalling 16.
- The layout-stage area growth over the synthesis result is 117%.
- In the post-synthesis netlist, the cell with the most instances is sky130_fd_sc_hd__edfxtp_1.
- The number of antenna violations at the first check in global routing is 0.
- In this run the mean area of a mapped cell was 12.2 um^2.
- The antenna violation net count after detailed routing is 0.
- The chip area estimate from yosys synthesis is 488 um^2.
- In this run the cell area of the synthesized design comes to 488 um^2.
- The placement-stage worst setup slack is -1290 ps.
- The run finished, with violations left.
- The report puts the hold buffer count at CTS at 0.
- Across all checked pins, the minimum headroom to the slew limit is 85.1%.
- The die is 80 um wide.
- The data required time at the worst endpoint is 1440 ps.
- Entering global routing, the biggest net connects 7 pins.
- Setup repair after global routing could not meet its margin everywhere.
- In this run the maximum-capacitance check reported violations numbering 0.
- The final reports fail on negative setup slack.
- The number of enable flip-flop cells is 7.
- The final count of hold timing violations is 0.
- The logs give a warning total of 35.
- In the Yosys report the total cell count is 40.
- Detailed placement finished with a half-perimeter wire length of 1360 um.
- The per-cell via count in the routed design is 3.72.
- After the flow finishes, the layout carries non-filler instances totaling 146.
- The synthesis stat section lists a flop and latch total of 9.
- The maximum number of buffers from clock root to sink is 2.
- The fraction of final layout cells with drive strength greater than 1 is 54.0%.
- Of all flip-flops after synthesis, the portion carrying an async set or reset was 22.2%.
- The die height is 80 um.
- The clock tree from TritonCTS is done.
- The largest total area in the synthesized netlist belongs to sky130_fd_sc_hd__edfxtp_1.
- The setup path with the least slack is of type flip-flop to output port.
- The category of the worst setup path launch point is a flip-flop.
- The final route contains 543 vias.
- The die covers 6400 um^2.
- The final timing report gives a worst setup slack of -953 ps.
- The number of CTS-inserted buffers is 3.
[flip-flops by register name, summed over array words and instances, names as in the netlist]
register      cells
autoconfig_d      4
base_address      3
configured        1
shutup            1
[path summary, 6_finish.rpt]
path                                        start                         end  slack, ps  depth (start not counted)
min in group asynchronous                    _RST          shutup$_DFFE_NN0P_        920                          2
setup reg to reg               shutup$_DFFE_NN0P_  base_address[21]$_DFFE_NP_       -150                          6
setup / recovery               shutup$_DFFE_NN0P_               autoconfig_oe       -950                          4
max in group asynchronous                    _RST      configured$_DFFE_NN0P_        740                          2
hold / removal             configured$_DFFE_NN0P_      configured$_DFFE_NN0P_        550                          2
hold reg to reg            configured$_DFFE_NN0P_      configured$_DFFE_NN0P_        550                          2
[per-stage QoR]
| stage | setup TNS [ps] | total power [mW] | utilization (%) | cell area, um^2 | hold WS (ps) |
|---|---|---|---|---|---|
| after floorplan | -5070 | 0.284 | - | 515 | 422 |
| after global placement | -15530 | 0.372 | 28.1 | 958 | 524 |
| after detailed placement | -15710 | 0.374 | 28.1 | 958 | 534 |
| after CTS | -9230 | 0.566 | 31.1 | 1060 | 538 |
| after global routing | -9530 | 0.608 | 31.0 | 1060 | 573 |
| final | -8720 | 0.566 | 31.0 | 1060 | 550 |
[per-layer routing]
| layer | vias to the layer above | GRT usage (%) | wire [um] |
|---|---|---|---|
| li1 | 273 | - | - |
| met1 | 245 | 6.19 | 727 |
| met2 | 22 | 7.95 | 724 |
| met3 | 3 | 4.09 | 238 |
| met4 | 0 | 0.880 | 24 |
| met5 | - | 0 | 0 |
[power breakdown]
part	total, mW	switching (mW)	internal (mW)
combinational	0.115	0.0405	0.0743
clock	0.218	0.117	0.101
sequential	0.233	0.00113	0.232
[critical path, cell delays in order (launching register included)]
cell and delay [ps]:
sky130_fd_sc_hd__dfrtn_1 350, sky130_fd_sc_hd__or4_4 500, sky130_fd_sc_hd__nor3_4 130, sky130_fd_sc_hd__and2_1 130
sky130_fd_sc_hd__buf_2 100
[cells by family after synthesis]
family | Yosys count | synth area share, %
AND-OR/OR-AND | 5 | 8.21
XOR/XNOR | 5 | 8.97
buffers and inverters | 1 | 0.768
flip-flops | 9 | 53.3
AND/OR/NAND/NOR | 20 | 28.7
[final cells by class]
cell class | count | area (um^2) | area share [%]
Clock buffer | 3 | 22.5 | 2.13
Sequential cell | 9 | 260 | 24.6
Timing Repair Buffer | 50 | 405 | 38.3
Tap cell | 46 | 57.6 | 5.43
Multi-Input combinational cell | 30 | 284 | 26.8
Clock inverter | 8 | 30.0 | 2.83
[placed cells by master, fill, tap and decap left out, drive strengths merged]
| master | Yosys | routed |
|---|---|---|
| a21o | 1 | 1 |
| a22oi | 1 | 1 |
| a31o | 1 | 1 |
| a41o | 1 | 1 |
| and2 | 1 | 1 |
| and3 | 2 | 2 |
| buf | 0 | 36 |
| clkbuf | 0 | 5 |
| clkdlybuf4s50 | 0 | 9 |
| dfrtn | 2 | 2 |
| dlygate4sd2 | 0 | 3 |
| edfxtp | 7 | 7 |
| inv | 1 | 8 |
| nand2 | 1 | 1 |
| nand2b | 1 | 1 |
| nand4b | 1 | 1 |
| nor2 | 5 | 5 |
| nor3 | 2 | 2 |
| nor4 | 1 | 1 |
| nor4b | 1 | 1 |
| o21ai | 1 | 1 |
| or3 | 1 | 1 |
| or3b | 2 | 2 |
| or4 | 2 | 2 |
| xnor2 | 1 | 1 |
| xor2 | 4 | 4 |
[what timing repair did]
action / CTS / global route
gates resized: 72 / 6
setup endpoints to repair: 21 / 16
buffers inserted: 8 / 3
pin swaps: 15 / 8
Power is estimated from default activity; no workload was simulated.
